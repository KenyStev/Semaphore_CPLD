`design/flow/design.v`:
```
`timescale 1ns / 1ps
module CLKDiv(
    input clk,
	 output clk1hz
	 );
	 reg [21:0] counter;
	 reg clk1hz_buff;
	 assign clk1hz = clk1hz_buff;
	 always @(posedge clk)
	 begin 
		counter = counter +1;
		if(counter == 4000000)
		begin
			clk1hz_buff = !clk1hz_buff;
			counter = 22'h0;
		end
	end
endmodule
`timescale 1ns / 1ps
module FSM_SEMA_MAIN(
	input p,
	input w,
	input s,
	input clk,
	input reset,
	output[2:0] w_gyr,
	output[2:0] s_gyr,
	output[1:0] p_gr
    );
	 reg[3:0] cst;
	 wire[3:0] nst;
	 wire Clk_m_s;
	CLKDiv Clock_m_s(clk, Clk_m_s);
	FSM_Sema_CL sema(p,w,s,cst,w_gyr,s_gyr,p_gr,nst);
	always @(posedge Clk_m_s)
	begin
		if(reset) begin
			cst = 4'b0000;
			end
		else
			begin
			cst = nst;
			end
	end
endmodule
`timescale 1ns / 1ps
module FSM_Sema_CL(
	input p,
	input w,
	input s,
	input[3:0] curr_st,
	output reg[2:0] w_gyr,
	output reg[2:0] s_gyr,
	output reg[1:0] p_gr,
	output reg[3:0] next_st
	);
parameter 
	w_green = 4'b0000,
	w_yellow_s = 4'b0001,
	w_yellow_p = 4'b0010,
	s_green = 4'b0011,
	s_yellow_w = 4'b0100,
	s_yellow_p = 4'b0101,
	p_green_w = 4'b0110,
	p_green_s = 4'b0111,
	ps_off1 = 4'b1000,
	ps_on1 = 4'b1001,
	ps_off2 = 4'b1010,
	ps_on2 = 4'b1011,
	pw_off1 = 4'b1100,
	pw_on1 = 4'b1101,
	pw_off2 = 4'b1110,
	pw_on2 = 4'b1111;
	always @(s or w or p or curr_st)
	begin
		next_st = curr_st;
		w_gyr=w_gyr;
		s_gyr=s_gyr;
		p_gr=p_gr;
		case (curr_st)
			w_green : 
				begin
				if(s)begin
					next_st = w_yellow_s;
					s_gyr = 3'b001;
					w_gyr = 3'b010;
					p_gr = 2'b01;
					end
				else if (p) begin
					next_st = w_yellow_p;
					s_gyr = 3'b001;
					w_gyr = 3'b010;
					p_gr = 2'b01;
					end
				end
			w_yellow_s:begin
				next_st = s_green;
				s_gyr = 3'b100;
				w_gyr = 3'b001;
				p_gr = 2'b01;
				end
			w_yellow_p: begin
				next_st = p_green_w;
				s_gyr = 3'b001;
				w_gyr = 3'b001;
				p_gr = 2'b10;
				end
			s_green: 
				begin
				if(p) begin
					next_st = s_yellow_p;
					s_gyr = 3'b010;
					w_gyr = 3'b001;
					p_gr = 2'b01;
					end
				else if(s) begin
					next_st = s_yellow_w;
					s_gyr = 3'b010;
					w_gyr = 3'b001;
					p_gr = 2'b01;
					end
				end
			s_yellow_p: begin
				next_st = p_green_s;
				s_gyr = 3'b001;
				w_gyr = 3'b001;
				p_gr = 2'b10;
				end
			s_yellow_w: begin
				next_st = w_green;
				s_gyr = 3'b001;
				w_gyr = 3'b100;
				p_gr = 2'b01;
				end
			p_green_s: 
				begin
				if(w) begin
					next_st = pw_off1;
					s_gyr = 3'b001;
					w_gyr = 3'b001;
					p_gr = 2'b00;
					end
				else if (s) begin
					next_st = ps_off1;
					s_gyr = 3'b001;
					w_gyr = 3'b001;
					p_gr = 2'b00;
					end
				end
			p_green_w: 
				begin
				if(s) begin
					next_st = ps_off1;
					s_gyr = 3'b001;
					w_gyr = 3'b001;
					p_gr = 2'b00;
					end
				else if(w) begin
					next_st = pw_off1;
					s_gyr = 3'b001;
					w_gyr = 3'b001;
					p_gr = 2'b00;
					end
				end
			ps_off1: begin
				next_st = ps_on1;
				s_gyr = 3'b001;
				w_gyr = 3'b001;
				p_gr = 2'b10;
				end
			ps_on1: begin
				next_st = ps_off2;
				s_gyr = 3'b001;
				w_gyr = 3'b001;
				p_gr = 2'b00;
				end
			ps_off2: begin
				next_st = ps_on2;
				s_gyr = 3'b001;
				w_gyr = 3'b001;
				p_gr = 2'b10;
				end
			ps_on2: begin
				next_st = s_green;
				s_gyr = 3'b100;
				w_gyr = 3'b001;
				p_gr = 2'b01;
				end
			pw_off1: begin
				next_st = pw_on1;
				s_gyr = 3'b001;
				w_gyr = 3'b001;
				p_gr = 2'b10;
				end
			pw_on1: begin
				next_st = pw_off2;
				s_gyr = 3'b001;
				w_gyr = 3'b001;
				p_gr = 2'b00;
				end
			pw_off2: begin
				next_st = pw_on2;
				s_gyr = 3'b001;
				w_gyr = 3'b001;
				p_gr = 2'b10;
				end
			pw_on2: begin
				next_st = w_green;
				s_gyr = 3'b001;
				w_gyr = 3'b100;
				p_gr = 2'b01;
				end
			endcase
	end
endmodule
```
`design/flow/constraint.sdc`:
```
current_design FSM_SEMA_MAIN

set clk_period 6.0
set clk_io_pct 0.2

create_clock -name clk0 -period $clk_period [get_ports {clk}]

set non_clock_inputs [all_inputs -no_clocks]
set_input_delay [expr $clk_period * $clk_io_pct] -clock clk0 $non_clock_inputs
set_output_delay [expr $clk_period * $clk_io_pct] -clock clk0 [all_outputs]
```
`design/flow/run.sh`:
```
#!/bin/bash
# OpenROAD 26Q1-2900-gdf79404cd8, Yosys 0.63+post, stock flow scripts
make -C /OpenROAD-flow-scripts/flow DESIGN_CONFIG=/design/flow/config.mk WORK_HOME=/design/flow/orfs finish
```
`design/flow/config.mk`:
```
export PLATFORM = sky130hd
export DESIGN_NAME = FSM_SEMA_MAIN
export DESIGN_NICKNAME = FSM_SEMA_MAIN
export VERILOG_FILES = /design/flow/design.v
export SDC_FILE = /design/flow/constraint.sdc
export NUM_CORES = 4
export LEC_CHECK = 1
export CORE_UTILIZATION = 40
```
==> Table 3: Implementation characteristics <==
Physical implementation characteristics

Parameter                              Value

Placement
  Placed Cells .................. 258
  Area after DPL .................. 2064 um^2
  Final weighted congestion in routability-driven placement .................. 0.8276
  Half-perimeter wire length of the detailed placement result .................. 2360 um
  IO Port Bufs .................. 12

Floorplan
  I/O Pins .................. 13
  Site row count .................. 24
  Area of the die .................. 5047 um^2
  Pre-Place Util .................. 42.62%
  Core Footprint .................. 4474 um^2
  Horizontal extent of the die .................. 71.05 um
  Die Y .................. 71.05 um

GRT
  Maximum number of pins on one net before global-route repair .................. 18
  GRT met1 Usage .................. 23.64%
  Initial antenna violation count .................. 0
  GR Layer Usage met2 .................. 19.02%
  Met3 track utilization from global routing .................. 2.312%
  Leftover overflow at the end of global routing .................. 0
  Busiest grt layer .................. met1
  Via count of the first global-routing pass .................. 1146
  Global router's overall resource usage .................. 13.57%
  Wire length of the first global-routing pass .................. 5430 um

Yosys
  Cells after synthesis .................. 200
  Share of the synthesized area in the top cell type .................. 39.90%
  Largest family of logic cells by area .................. simple AND/OR/NAND/NOR gates
  Summed standard-cell area reported by yosys .................. 1907 um^2
  Count of different cell masters after synthesis .................. 44
  Xor and xnor fraction of the mapped netlist area .................. 9.646%
  Post-synth area hogs .................. dfxtp_1 40%, dlxtn_1 6.3%, xor2_1 5.5%
  Dominant Register Cell .................. dfxtp_1
  Registers, synthesis .................. 47
  Share of async-settable or async-resettable flops after synthesis .................. 0%
  Post-synthesis share of cell area spent on and-or and or-and gates .................. 8.661%
  Number of flops mapped to enable cells by yosys .................. 1
  Mean instance size in the synthesized netlist .................. 9.534 um^2
  Mux frac, synth .................. 0.5249%
  Count of synthesis-stage warnings from yosys .................. 3
  Area fraction in full adders, half adders and majority gates .................. 1.312%
  AND/OR/NAND/NOR Cells, Area Fraction .................. 29.27%
  Summed instance area of the synthesized netlist .................. 1907 um^2
  Cells in synth_stat.txt .................. 200
  Area leader, netlist .................. dfxtp_1

STA
  Final Setup Violations .................. 0
  Endpoints left unconstrained .................. 32
  Final Max-Slew Violation Tally .................. 0
  Headroom to the max-slew limit .................. 61.29%
  Tmin final .................. 2.816 ns
  RSZ-0062 raised after global routing .................. no
  Worst Max-Slew Pin Slew .................. 0.5782 ns
  Final hold violations .................. 0
  Count of unclocked register or latch pins .................. 24
  Accumulated negative setup slack .................. 0 ns
  Worst clock skew .................. 0.004413 ns
  Maximum clock frequency .................. 0.3552 GHz
  Share of the cycle needed by the critical path after routing .................. 46.93%

Critical path
  Worst setup path category .................. flop to flop
  Crit path cell chain .................. ha_1, nand4_4, nor3_1, mux2i_1, nand3b_1, nor4b_4, and2_1
  Data arrival time of the worst path .................. 2.80 ns
  Endpoint type of the worst setup path .................. flop
  Largest driver fanout on the critical path .................. 10
  Kind of start point of the critical path .................. flop
  Cell with the largest stage delay on the worst path .................. nor4b_4
  Required time worst endpoint .................. 5.98 ns
  Delay of the slowest critical-path stage .................. 0.59 ns

Cells and area
  Number of filler instances in the final layout .................. 438
  Area growth syn-to-layout .................. 10.63%
  Multi-input combinational cell area .................. 942.2 um^2
  Top cells excl fill/tap .................. 38 x dfxtp_1, 18 x nor2_1, 12 x xor2_1, 12 x clkdlybuf4s50_1, 11 x nand2_1
  Most numerous logic cell after layout .................. dfxtp_1
  Final design area excluding fillers .................. 2110 um^2
  Finished Layout Cells .................. 262
  Register cell area after layout .................. 910.9 um^2
  Share of layout cells above drive strength 1 .................. 9.524%

Drt
  Antenna diode count .................. 0
  Count of routing violations after the opening detailed-route iteration .................. 97
  Average via count per standard cell .................. 5.195
  Residual DRC count .................. 0
  Sum of routed wire length over all layers .................. 3168 um
  First-pass detailed-route iteration total .................. 5
  Antenna violation net count after detailed routing .................. 0
  Vias post-DR .................. 1361
  Post-DR wirelength/cell .................. 12.09 um

Worst hold path
  Worst hold-check path type .................. flop to flop

Pwr
  Static power due to leakage .................. 0.8076 nW
  Worst voltage drop across the vdd grid .................. 0.0001055 V
  Power Density .................. 121.5 nW/um^2

CTS
  Insertion delay at the late pin of the worst-skew pair .................. 0.26 ns
  Total CTS buffers .................. 3
  Clock slew at the register clock pins of the worst setup and hold paths .................. 0.08 ns
  Number of levels in the clock H-tree .................. 1
  Setup Buffers After CTS .................. 0
  CTS max path bufs .................. 2
  Hold-fix buffers at CTS .................. 0
  Clock tree from TritonCTS .................. done
  Gates resized, CTS repair .................. 0
  Clock root cell .................. clkbuf_8

Flow run
  # Max-Cap Violations .................. 0
  Tool warnings .................. 26

Outcome
  Result of the run .................. finished, final reports clean
-- cell families after synthesis --
| kind of cell | count (synthesis) |
|---|---|
| AOI/OAI and AO/OA | 26 |
| xor gates and xnor gates | 21 |
| adders and majority gates | 2 |
| buffers and inverters | 13 |
| DFF | 39 |
| latches | 8 |
| muxes | 1 |
| and+or+nand+nor | 90 |
-- routing by layer --
metal,part of all wire (%),routed length [um],up-vias
met4,0.51,16,0
met2,40,1253,14
met3,2.2,70,2
met1,58,1828,620
li1,-,-,725
met5,0,0,-
-- worst paths after layout --
check                                  startpoint                         endpoint  slack (ns)  cells past startpoint
hold reg to reg   Clock_m_s.counter[0]$_SDFF_PN0_  Clock_m_s.counter[0]$_SDFF_PN0_        0.53                      1
hold / removal    Clock_m_s.counter[0]$_SDFF_PN0_  Clock_m_s.counter[0]$_SDFF_PN0_        0.53                      1
setup reg to reg  Clock_m_s.counter[0]$_SDFF_PN0_  Clock_m_s.clk1hz_buff$_DFFE_PN_        3.18                      7
setup / recovery  Clock_m_s.counter[0]$_SDFF_PN0_  Clock_m_s.clk1hz_buff$_DFFE_PN_        3.18                      7
-- flip-flops by register name (all words and copies together), names as in the netlist --
| signal | flops |
|---|---|
| sema.s_gyr | 3 |
| Clock_m_s.clk1hz_buff | 1 |
| Clock_m_s.counter | 22 |
| sema.p_gr | 2 |
| cst | 16 |
| sema.w_gyr | 3 |
-- through the flow --
step	power, mW	utilization, %	hold WS (ns)	worst slack [ns]
finish	0.2563	47.15	0.5268	3.184
global route	0.2693	47.15	0.5600	2.962
CTS	0.2621	47.15	0.5399	3.185
detailed placement	0.1658	46.14	0.5155	3.193
global placement	0.1659	46.14	0.5198	3.267
floorplan	0.1614	-	0.4748	3.523
-- worst max-delay path, delay by kind of cell (launching register included) --
| family | cells | cell delay (ns) |
|---|---|---|
| simple gates | 5 | 1.52 |
| flops | 1 | 0.43 |
| fa+ha+maj | 1 | 0.35 |
| mux | 1 | 0.23 |
-- area by class of cell --
| class | instances | area share (%) |
|---|---|---|
| well taps | 52 | 3.084 |
| multi-input cells | 140 | 44.66 |
| repair buffers | 12 | 5.694 |
| flip-flops and latches | 47 | 43.18 |
| inverters | 7 | 1.246 |
| clock buffers | 4 | 2.135 |
-- where the power goes --
group          switching, mW  internal (mW)  total, mW
Clock                 0.0468         0.0473     0.0941
Sequential                 0          0.155      0.155
Combinational        0.00435        0.00322    0.00757
Total                 0.0512          0.205      0.256
-- cell usage after synthesis, drive strengths merged, types with 3 or more instances --
cell type	number
nand4	8
nand3	11
a21oi	10
nor4	6
nor4b	3
or2	4
nor3b	3
xnor2	9
a31oi	4
nor2b	6
nor2	19
dlxtn	8
inv	7
and3	3
dfxtp	38
xor2	12
nor3	9
nand2	11
o21ai	4
buf	4
Power and IR drop assume default switching activity.
